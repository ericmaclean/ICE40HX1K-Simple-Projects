[./config.mk]
export PLATFORM = sky130hd
export DESIGN_NAME = BinaryLED_Counter
export DESIGN_NICKNAME = BinaryLED_Counter
export VERILOG_FILES = /design/flow/design.v
export SDC_FILE = /design/flow/constraint.sdc
export NUM_CORES = 4
export LEC_CHECK = 1
export CORE_AREA = 10 10 70 70
export DIE_AREA = 0 0 80 80
[./constraint.sdc]
current_design BinaryLED_Counter

set clk_period 2.4
set clk_io_pct 0.2

create_clock -name clk0 -period $clk_period [get_ports {i_Clk}]

set non_clock_inputs [all_inputs -no_clocks]
set_input_delay [expr $clk_period * $clk_io_pct] -clock clk0 $non_clock_inputs
set_output_delay [expr $clk_period * $clk_io_pct] -clock clk0 [all_outputs]
[./design.v]
	module BinaryLED_Counter
	(input i_Clk,
	input w_Switch1,
	input w_Switch2,
	input w_Switch3,
	input w_Switch4,
	output o_LED_1,
	output o_LED_2,
	output o_LED_3,
	output o_LED_4,
	output [3:0] o_Binary_Count1,
	output [3:0] o_Binary_Count2
	);
	reg r_LED_1    = 1'b0;
	reg r_Switch_1 = 1'b0;
	reg r_LED_2    = 1'b0;
	reg r_Switch_2 = 1'b0;
	reg r_LED_3    = 1'b0;
	reg r_Switch_3 = 1'b0;
	reg r_LED_4    = 1'b0;
	reg r_Switch_4 = 1'b0;
	reg [3:0] r_BinaryLED_Count = 4'b0000;
	reg [3:0] r_Seg_Count_1 = 4'b0000;
	reg [3:0] r_Seg_Count_2 = 4'b0000;
	always @(posedge i_Clk)
	begin
		r_Switch_1 <= w_Switch1;
		r_Switch_2 <= w_Switch2;
		r_Switch_3 <= w_Switch3;
		r_Switch_4 <= w_Switch4;
		if (w_Switch1 == 1'b1 && r_Switch_1 == 1'b0)
		begin
			if (r_BinaryLED_Count > 4'b1110)
			begin
				r_BinaryLED_Count <= 4'b0000;
				r_Seg_Count_1 <= 4'b0000;
				r_Seg_Count_2 <= 4'b0000;
			end
			else 
			begin
				r_BinaryLED_Count <= r_BinaryLED_Count+1;
				r_Seg_Count_1 <= r_Seg_Count_1 +1;
			end 
			if (r_BinaryLED_Count < 4'b1001 || r_BinaryLED_Count > 4'b1110)
			begin 
				r_Seg_Count_2 <= 4'b0000;
			end 
			else 
			begin 
				r_Seg_Count_2 <= 4'b0001;
			end 
			if (r_BinaryLED_Count == 4'b1001)
			begin
				r_Seg_Count_1 <= 4'b0000;
			end 
		end
		if(w_Switch3 == 1'b1 && r_Switch_3 == 1'b0)
		begin 
			r_BinaryLED_Count <= 4'b0000;
			r_Seg_Count_1 <= 4'b0000;
			r_Seg_Count_2 <= 4'b0000;
		end 
	end 
	assign o_Binary_Count1 = r_Seg_Count_1;
	assign o_Binary_Count2 = r_Seg_Count_2;
	assign o_LED_1 = r_BinaryLED_Count[3];
	assign o_LED_2 = r_BinaryLED_Count[2];
	assign o_LED_3 = r_BinaryLED_Count[1];
	assign o_LED_4 = r_BinaryLED_Count[0];
endmodule 
[./run.sh]
#!/bin/bash
# OpenROAD 26Q1-2900-gdf79404cd8, Yosys 0.63+post, stock flow scripts
make -C /OpenROAD-flow-scripts/flow DESIGN_CONFIG=/design/flow/config.mk WORK_HOME=/design/flow/orfs finish
==> out/results.ini <==
[status]
run_status = completed

[synth]
synthesis_warning_total = 1
yosys-stat-area_um2 = 574
syn-instance-count = 63
synth.yosys.num_cells = 63
synth.yosys.seq_area_share_pct = 38.3
flop_cell = sky130_fd_sc_hd__dfxtp_1
async_flop_share_pct = 0
synth_area_um2 = 574
postSynthAreaPerCell_um2 = 9.12
yosys.cell_types.count = 24
enable_flop_cells = 0
yosys_register_bits = 11

[detailed_routing]
vias = 486
antenna_left = 0
route.detailed.drc = 0
dr_iter_0_viols = 11
via_per_inst = 3.98
route.detailed.wl_per_inst_um = 10.5
routed_wl_um = 1290
antenna_cells_inserted = 0
detailedRoute.firstPassIterationCount = 4

[setup_path]
cell_type_of_the_slowest_stage_on_the_worst_timing_path = sky130_fd_sc_hd__clkdlybuf4s50_1
worstSetupEndpointType = primary output
critical_path_peak_fanout = 7
critical_path_arrival_ns = 1.28
cp-start-kind = flop
cp.buffers_inverters = 1
crit_family = buffers and inverters
required_time_of_the_critical_path_ns = 1.92
criticalPathCategory = reg2out
cpPeakStageDelay_ns = 0.53
worstPathCellList = clkdlybuf4s50_1

[final_layout]
areaGrowthSynthToFinish_pct = 30.9
post_route_cells_drive_above_1_share_pct = 9.21
logic_area_um2 = 323
num-fill-cells = 385
ff_latch_area_um2 = 220
finalCoreUtilization_pct = 22.0
stdcell_area_um2 = 752

[clock_network]
numCtsBuffers = 3
clock-sinks = 11
cts_hold_repair.buffers = 0
cts.root.buffer_cell = sky130_fd_sc_hd__clkbuf_4
buffers_from_clock_root_to_sink_at_most = 2
cts_tree = done
clk_pin_slew_ns = 0.06
cts-htree-levels = 1
cts_resized = 0
insertion_delay_ns = 0.26
cts_setup_buffers = 0

[grt]
grt_pass1_vias = 472
grt_pass1_wl_um = 2110
groute.usage.overall_pct = 3.94
global_route.overflow_total = 0
pin_count_of_the_biggest_net_entering_global_routing = 12
grt_antenna_before_repair = 0

[floorplan]
initCoreUtil_pct = 16.8
die_w_um = 80
rows = 21
die_area_um2 = 6400
io_pins = 17
die_h_um = 80
core_area_um2 = 3420

[timing]
pnr_worst_setup_slack_ns = 0.643
timing.setup.tns_ns = 0
timing.fmax_mhz = 569
final.period_utilization_pct = 73.2
timing_max_transition_violations_final = 0
finClkSkew_ns = 0.00283
grt_setup_unrepaired = false
hold_violations = 0
final_setup_violation_count = 0
post-route-min-period_ns = 1.76

[place]
io_buffers = 11
preCtsSetupSlack_ns = 0.408
routabilityCongestion = 0.836
post-dp-hpwl_um = 1010
detailed_place.area_um2 = 726

[job]
tool_warnings = 30
drv_cap = 0

[pwr]
p_leak_nw = 0.278
peakVddDrop_mv = 0.238
cellPowerDensity_nw_per_um2 = 532

[hold_path]
worst_hold_path_type = reg2reg

cells in the final DEF, fill, tap and decap left out:
cell	synthesis	final
sky130_fd_sc_hd__conb_1	1	3
sky130_fd_sc_hd__a21oi_1	7	7
sky130_fd_sc_hd__o2111ai_1	1	1
sky130_fd_sc_hd__dfxtp_1	11	11
sky130_fd_sc_hd__or4_1	1	1
sky130_fd_sc_hd__mux2i_1	2	2
sky130_fd_sc_hd__clkbuf_1	0	1
sky130_fd_sc_hd__nand2_1	8	8
sky130_fd_sc_hd__nand3_1	2	2
sky130_fd_sc_hd__a311oi_1	1	1
sky130_fd_sc_hd__ha_1	5	5
sky130_fd_sc_hd__buf_4	3	1
sky130_fd_sc_hd__inv_1	2	2
sky130_fd_sc_hd__nand4b_1	2	2
sky130_fd_sc_hd__clkdlybuf4s50_1	0	11
sky130_fd_sc_hd__nand2b_1	3	3
sky130_fd_sc_hd__nor2b_1	2	2
sky130_fd_sc_hd__clkbuf_4	0	3
sky130_fd_sc_hd__o31ai_1	1	1
sky130_fd_sc_hd__nand2_2	1	1
sky130_fd_sc_hd__nor2_1	2	2
sky130_fd_sc_hd__nand3b_1	2	2
sky130_fd_sc_hd__a2111oi_2	2	2
sky130_fd_sc_hd__nand4_1	1	1
sky130_fd_sc_hd__and2b_1	1	1
registers in the layout (all words and copies together) (netlist names):
register / count
r_BinaryLED_Count: 4
r_Seg_Count_1: 4
r_Seg_Count_2: 1
r_Switch_1: 1
r_Switch_3: 1
final timing paths:
path	start	slack [ns]	end	cells after the start
worst max-delay path	r_BinaryLED_Count[1]$_SDFFE_PP0P_	0.64	o_LED_3	1
worst min-delay path	r_Seg_Count_2[0]$_SDFFE_PP0P_	0.47	r_Seg_Count_2[0]$_SDFFE_PP0P_	2
worst max register to register	r_BinaryLED_Count[1]$_SDFFE_PP0P_	0.87	r_Seg_Count_1[3]$_SDFFE_PP0P_	4
worst min register to register	r_Seg_Count_2[0]$_SDFFE_PP0P_	0.47	r_Seg_Count_2[0]$_SDFFE_PP0P_	2
synthesized netlist by cell type, drive strengths merged (3+ instances only):
cell type  count  share of area (%)
dfxtp         11                 38
ha             5                 11
nand2b         3                3.3
a21oi          7                6.1
nand2          9                6.3
buf            5                5.4
cell families after synthesis:
kind of cell | after synthesis | share of synthesized area (%)
muxes | 2 | 3.49
other | 1 | 0.653
and+or+nand+nor | 25 | 24.2
AOI/OAI and AO/OA | 12 | 15.7
DFF | 11 | 38.3
buffers and inverters | 7 | 6.75
adders and majority gates | 5 | 10.9
metrics by stage:
stage	hold slack, ns	total power [W]	cells
2_1_floorplan	0.417	0.000250	65
3_3_place_gp	0.447	0.000279	118
3_5_place_dp	0.451	0.000284	118
4_1_cts	0.468	0.000408	122
5_1_grt	0.501	0.000428	122
6_report	0.468	0.000400	122
routing by layer:
metal	vias to the layer above	global-route usage, %	wire length (um)
li1	245	-	-
met1	228	5.07	641
met2	13	5.78	543
met3	0	2.27	101
met4	0	0.352	0
met5	-	0	0
power breakdown:
group          switching [W]  internal, W
registers          0.0000161     0.000195
logic              0.0000289    0.0000386
clock network      0.0000576    0.0000642
cell type report:
class / count / area share, %
clock buffer: 4 / 3.49
inverter: 2 / 0.998
multi-input combinational: 47 / 42.9
sequential: 11 / 29.3
tap: 46 / 7.65
timing repair buffer: 12 / 15.6
Power is estimated from default activity; no workload was simulated.
