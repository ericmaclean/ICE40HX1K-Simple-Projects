==> flow/design.v <==
module BCD_Converter
(input i_Clk,
input [3:0] i_Binary_Num, 
output [3:0] o_BCD1,
output [3:0] o_BCD2);
localparam CLEAR	= 3'b000;
localparam SHIFT3	= 3'b001;
localparam ADD3		= 3'b010;
localparam SHIFT1	= 3'b011;
localparam LOAD		= 3'b100;
reg [3:0] r_SM_Main = 0;
reg [11:0] Z = 0;
reg [7:0]  P = 0;
reg	r_enable;
always @(posedge i_Clk)
begin 
	case (r_SM_Main)
	CLEAR: 
	begin 
		r_enable <= 1'b0;
		r_SM_Main <= SHIFT3;
	end 
	SHIFT3: 
	begin 
		Z[6:3] <= i_Binary_Num[3:0];
		r_SM_Main <= ADD3;
	end 
	ADD3: 
	begin 
		if (Z[6:4] > 4'b0100)
		begin 
			Z[7:4] <= Z[7:4] + 4'b0011;
			r_SM_Main <= SHIFT1;
		end 
		else 
			r_SM_Main <= SHIFT1;
	end 
	SHIFT1: 
	begin 
		Z[8:4] <= Z[7:3];
		r_enable <= 1'b1;
		r_SM_Main <= LOAD;
	end 
	LOAD:
	begin 
		if(r_enable == 1'b1)
		begin 
			P[7:0] <= Z[11:4];
		end
		if (i_Binary_Num == 4'b1000)
			P[7:4] <= 4'b0000;
		if (i_Binary_Num == 4'b1001)
			P[7:4] <= 4'b0000;
		r_SM_Main <= CLEAR;
	end 
	endcase
end 
assign o_BCD1 = P[3:0];
assign o_BCD2 = P[7:4];
endmodule 
==> flow/run.sh <==
#!/bin/bash
# OpenROAD 26Q1-2900-gdf79404cd8, Yosys 0.63+post, stock flow scripts
make -C /OpenROAD-flow-scripts/flow DESIGN_CONFIG=/design/flow/config.mk WORK_HOME=/design/flow/orfs finish
==> flow/config.mk <==
export PLATFORM = sky130hd
export DESIGN_NAME = BCD_Converter
export DESIGN_NICKNAME = BCD_Converter
export VERILOG_FILES = /design/flow/design.v
export SDC_FILE = /design/flow/constraint.sdc
export NUM_CORES = 4
export LEC_CHECK = 1
export CORE_AREA = 10 10 73 73
export DIE_AREA = 0 0 83 83
==> flow/constraint.sdc <==
current_design BCD_Converter

set clk_period 2.8
set clk_io_pct 0.2

create_clock -name clk0 -period $clk_period [get_ports {i_Clk}]

set non_clock_inputs [all_inputs -no_clocks]
set_input_delay [expr $clk_period * $clk_io_pct] -clock clk0 $non_clock_inputs
set_output_delay [expr $clk_period * $clk_io_pct] -clock clk0 [all_outputs]
==> reports/results.tsv <==
metric	value	unit
status	finished, final reports clean	
CP required	2.24	ns
Top FF cell, synth	edfxtp_1	
met2 WL	455	um
VDD IR max	311	uV
cell taking the most area after synthesis	edfxtp_1	
CTS max path bufs	2	
Commonest cells post-synth	edfxtp_1, nor2_1, inv_1, o21ai_0	
Tcrit/Tclk final	58.1	%
setup violators final	0	
# DRC	0	
Min-Delay Path Class	flip-flop to flip-flop	
Slew Limit Fails	0	
Top Family by Delay on Critical Path	buffers and inverters	
first drt pass iteration count	4	
register share after synthesis	63.2	%
chip area in the Yosys report	713	um2
Crit Path Max Fanout	1	
Mapped Area	713	um2
FMAX	615	MHz
yosys stat cell total	61	
Detailed Route WL	1160	um
startpoint types	flip-flop	
Post-synth EDFFs	15	
max_cap viols	0	
Antenna Cells	0	
I/O Buffers	9	
crit path DAT	1.07	ns
routed length per instance	9.77	um
final hold slack	0.524	ns
root buffer cell	clkbuf_8	
final non-filler cell total	119	
Mapped Cells	61	
global router's overall resource usage	3.22	%
via density per instance	3.72	
first-pass GRT wire length	1960	um
top cells, area	edfxtp_1, o21ai_0, buf_4	
cts bufs inserted	3	
Buf+Inv Stages, Crit Path	1	
met3 wire len	107	um
antenna violations before repair	0	
Critical-path top delay cell	clkdlybuf4s50_1	
share of cells above drive strength 1	5.63	%
core area	3740	um2
Min Clock Period, post-route	1.63	ns
fp util	19.1	%
DRT antenna net count	0	
chip width	83	um
count leader, synth	edfxtp_1	
clock skew	0.000532	ns
GRT overflow	0	
Mean Syn Cell Area	11.7	um2
unique cell type count in the Yosys netlist	20	
DIE AREA	6890	um2
CTS tree	built	
Ys Warns	1	
crit path cell chain	clkdlybuf4s50_1	
# Post-CTS Setup Buffers	0	
worst-skew pair later-pin latency	0.24	ns
Final TNS setup	0	ns
DR vias	443	
Synth async-reset ratio	0	%
Clock Sinks	15	
PwrDens	479	nW/um2
largest net degree at the start of global routing	14	
Top cell area share	63.2	%
Ports	13	
cell total after placement	115	
CP Capture Type	output port	
area delta synth->final	23.7	%
RSZ-0062 raised after global routing	false	
Iteration-0 DRC Markers	36	
fin util	23.6	%
Final HPWL DP	914	um
synthesis-stage register bit count	15	
final hold viol count	0	
CTS clock-pin slew for the worst setup and hold paths	0.06	ns
vias in the first global route	415	
P_leak	0.282	nW
FP Rows	22	
H-tree depth reported by CTS	1	
max incr delay on CP	0.48	ns
gpl congestion	0.794	
post-cts resize count	0	
tool warnings	25	
Post-Route M1 WL	600	um
Crit Path Category	flip-flop to output port	
uppermost layer routed	met3	
Die Span Y	83	um
count of hold buffers inserted by post-cts repair	0	
## final cells by class
cell class / count / area [um2]
clock inverters: 1 / 5.00
inverters: 6 / 22.5
clock buffers: 3 / 41.3
multi-input cells: 37 / 213
repair buffers: 9 / 90.1
flip-flops and latches: 15 / 450
well taps: 48 / 60.1
fillers: 409 / 2860
## metrics by stage
step | power, mW | setup WS, ns | cell area (um2)
2_1_floorplan | 0.252 | 1.45 | 721
3_3_place_gp | 0.256 | 1.06 | 836
3_5_place_dp | 0.256 | 1.04 | 836
4_1_cts | 0.426 | 1.16 | 882
5_1_grt | 0.439 | 1.10 | 882
6_report | 0.422 | 1.17 | 882
## layout by cell type, fill, tap and decap left out
cell	instances
o21ai_0	6
nand2_1	3
inv_1	6
a21oi_1	4
edfxtp_1	15
nand2b_1	1
nor3b_1	2
conb_1	3
a32o_1	1
o21a_1	1
nor3_1	1
xnor2_1	1
nand3b_1	1
nor2b_1	1
clkdlybuf4s50_1	9
and2_1	2
ha_1	2
nor2_1	7
mux2i_1	1
clkinv_2	1
clkbuf_8	3
## routing by layer
metal	vias to the layer above	global-route usage, %
met5	-	0
met4	0	0.154
met3	0	1.97
met2	14	4.19
met1	204	4.61
li1	225	-
## cells by family (layout without fill, tap and decap cells)
logic type | count (synthesis) | after routing | share of synthesized area (%)
DFF | 15 | 15 | 63.2
muxes | 1 | 1 | 1.40
xor gates and xnor gates | 1 | 1 | 1.23
AOI/OAI and AO/OA | 12 | 12 | 9.47
other | 1 | 3 | 0.526
adders and majority gates | 2 | 2 | 3.51
buffers and inverters | 11 | 19 | 8.07
and+or+nand+nor | 18 | 18 | 12.6
## where the power goes
group	internal [mW]	leakage, nW	switching [mW]
registers	0.243	0.140	0
clock network	0.0984	0.0255	0.0732
logic	0.00532	0.116	0.00199
total	0.347	0.282	0.0752
## final timing paths
kind / from / end / slack, ns / cells past startpoint
worst min register to register: Z[6]$_DFFE_PP_ / P[2]$_DFFE_PP_ / 0.52 / 0
worst max register to register: r_SM_Main[0]$_DFFE_PP_ / P[1]$_DFFE_PP_ / 1.23 / 2
worst min-delay path: Z[6]$_DFFE_PP_ / P[2]$_DFFE_PP_ / 0.52 / 0
worst max-delay path: P[4]$_SDFFCE_PP0P_ / o_BCD2[0] / 1.17 / 1
## registers in the layout, summed over array words and instances, names as in the netlist
| register | cells |
|---|---|
| Z | 6 |
| P | 5 |
| r_SM_Main | 3 |
| r_enable | 1 |
Power figures rest on the tool's default switching activity, not on a simulated workload.
